$ cat /design/flow/config.mk
export PLATFORM = sky130hd
export DESIGN_NAME = controller
export DESIGN_NICKNAME = controller
export VERILOG_FILES = /design/flow/design.v
export SDC_FILE = /design/flow/constraint.sdc
export NUM_CORES = 4
export LEC_CHECK = 1
export CORE_AREA = 10 10 102 102
export DIE_AREA = 0 0 112 112
$ cat /design/flow/constraint.sdc
current_design controller

set clk_period 2.9
set clk_io_pct 0.2

create_clock -name clk0 -period $clk_period [get_ports {clk}]

set non_clock_inputs [all_inputs -no_clocks]
set_input_delay [expr $clk_period * $clk_io_pct] -clock clk0 $non_clock_inputs
set_output_delay [expr $clk_period * $clk_io_pct] -clock clk0 [all_outputs]
$ cat /design/flow/design.v
module controller(
    input clk, n_rst, dr, lc, overflow,
    output reg cnt_up, clear, modwait, err,
    output reg [2:0] op,
    output reg [3:0] src1, src2, dest
);
reg mod;
typedef enum bit [4:0] {IDLE, LOAD1, WAIT1, LOAD2, WAIT2, LOAD3, WAIT3, LOAD4, STORE, ZERO, SORT1, SORT2, SORT3, SORT4, MUL1, ADD1, MUL2, SUB2, MUL3, ADD3, MUL4, SUB4, EIDLE} stateType;
stateType nxtstate;
stateType state;
always_ff@(posedge clk, negedge n_rst)
begin: REG_LOGIC
    if (!n_rst) begin
        state <= IDLE;
        modwait <= 0;
        end
    else begin
        state <= nxtstate;
        modwait <= mod;
        end
end
always_comb
begin:NEXT_STATE_LOGIC
    nxtstate = state;
    case(state)
        IDLE:
            begin
                if(lc)
                    nxtstate = LOAD1;
                else if (dr)
                    nxtstate = STORE;
            end
        LOAD1:
            begin
                nxtstate = WAIT1;
            end
        WAIT1:
            begin
                if(lc)
                    nxtstate = LOAD2;
            end
        LOAD2:
            begin
                nxtstate = WAIT2;
            end
        WAIT2:
            begin
                if (lc)
                    nxtstate = LOAD3;
            end
        LOAD3:
            begin
                nxtstate = WAIT3;
            end
        WAIT3:
            begin
                if(lc)
                    nxtstate = LOAD4;
            end
        LOAD4:
            begin
                nxtstate = IDLE;
            end
        STORE:
            begin
                if(!dr)
                    nxtstate = EIDLE;
                else
                    nxtstate = ZERO;
            end
        ZERO:
            begin
                nxtstate = SORT1;  
            end
        SORT1:
            begin
                nxtstate = SORT2;
            end
        SORT2:
            begin
                nxtstate = SORT3;
            end 
        SORT3: 
            begin
                nxtstate = SORT4;
            end 
        SORT4: 
            begin
                nxtstate = MUL1;
            end 
        MUL1: 
            begin
                if(overflow)
                    nxtstate = EIDLE;
                else
                    nxtstate = ADD1;
            end
        ADD1: 
            begin
                if(overflow)
                    nxtstate = EIDLE;
                else
                    nxtstate = MUL2;
            end
        MUL2: 
            begin
                if(overflow)
                    nxtstate = EIDLE;
                else
                    nxtstate = SUB2;
            end
        SUB2: 
            begin
                if(overflow)
                    nxtstate = EIDLE;
                else
                    nxtstate = MUL3;
            end
        MUL3: 
            begin
                if(overflow)
                    nxtstate = EIDLE;
                else
                    nxtstate = ADD3;
            end
        ADD3: 
            begin
                if(overflow)
                    nxtstate = EIDLE;
                else
                    nxtstate = MUL4;
            end
        MUL4: 
            begin
                if(overflow)
                    nxtstate = EIDLE;
                else
                    nxtstate = SUB4;
            end
        SUB4:
            begin
                if(overflow)
                    nxtstate = EIDLE;
                else
                    nxtstate = IDLE;
            end
        EIDLE:
            begin
                if(dr)
                    nxtstate = STORE;
            end
    endcase
end
always_comb
begin:OUT_LOGIC
    op = 0;
    src1 = 0;
    src2 = 0;
    dest = 0;
    err = 0;
    mod = 1;
    cnt_up = 0;
    clear = 0;
    case(state)
        IDLE:
            mod = 0;
        LOAD1:
            begin
                op = 3'b011;
                dest = 9;
                clear = 1;
            end
        WAIT1:
            mod = 0;
        LOAD2:
            begin
                op = 3'b011;
                dest = 8;
                clear = 1;
            end
        WAIT2:
            mod = 0;
        LOAD3:
            begin
                op = 3'b011;
                dest = 7;
                clear = 1;
            end
        WAIT3:
            mod = 0;
        LOAD4:
            begin
                op = 3'b011;
                dest = 6;
                clear = 1;
            end
        STORE:
            begin
                op = 3'b010;
                dest = 5;
            end
        ZERO:
            begin
                op = 3'b101; 
                src1 = 0;
                src2 = 0;
                dest = 0;
                cnt_up = 1;
            end
        SORT1:
            begin
                op = 3'b001;
                src1 = 2;
                dest = 1;
            end
        SORT2:
            begin
                op = 3'b001;
                src1 = 3;
                dest = 2;
            end 
        SORT3: 
            begin
                op = 3'b001;
                src1 = 4;
                dest = 3;
            end 
        SORT4: 
            begin
                op = 3'b001;
                src1 = 5;
                dest = 4;
            end 
        MUL1: 
            begin
                op = 3'b110;
                src1 = 1;
                src2 = 6;
                dest = 10;
            end
        ADD1: 
            begin
                op = 3'b100;
                src1 = 0;
                src2 = 10;
                dest = 0;
            end
        MUL2: 
            begin
                op = 3'b110;
                src1 = 2;
                src2 = 7;
                dest = 10;
            end
        SUB2: 
            begin
                op = 3'b101;
                src1 = 0;
                src2 = 10;
                dest = 0;
            end
        MUL3: 
            begin
                op = 3'b110;
                src1 = 3;
                src2 = 8;
                dest = 10;
            end
        ADD3: 
            begin
                op = 3'b100;
                src1 = 0;
                src2 = 10;
                dest = 0;
            end
        MUL4: 
            begin
                op = 3'b110;
                src1 = 4;
                src2 = 9;
                dest = 10;
            end
        SUB4:
            begin
                op = 3'b101;
                src1 = 0;
                src2 = 10;
                dest = 0;
            end
        EIDLE:
            begin
                err = 1;
                mod = 0;
            end
    endcase
end
endmodule
$ cat /design/flow/run.sh
#!/bin/bash
# OpenROAD 26Q1-2900-gdf79404cd8, Yosys 0.63+post, stock flow scripts
make -C /OpenROAD-flow-scripts/flow DESIGN_CONFIG=/design/flow/config.mk WORK_HOME=/design/flow/orfs finish
==> deck_impl_summary.md <==
Run Summary

Run status
  • Status: finished clean

Pwr
  • Pwr Total: 1.700 mW
  • Clock power frac: 7.2%
  • Sw frac: 47.97%
  • Leakage: 0.5579 nW
  • Power Dens Cells: 1143 mW/mm²
  • P_sw: 0.8157 mW
  • Comb pwr share: around four fifths
  • VDD IR max: 288.4 µV
  • Sequential share of power: 11.9%
  • Power Internal: 0.8847 mW

Routing
  • Via count: 1277
  • DRT antenna net count: 0
  • Pre-Repair DR Iteration Count: 4
  • Vias/cell: 4.481
  • Remaining DRCs: 0
  • Iter 0 DRT Violations: 174
  • Antenna fix cells: 0
  • Avg WL per Cell: approximately 13 µm
  • Final WL: ~3.8 mm

Placed design
  • Placer Congestion: 0.8952
  • Placed insts: 282
  • Buffers on Ports: 22
  • HPWL after detailed placement: a little under 3 mm
  • DP Worst Slack: 0.2287 ns

Global routing
  • GR peak layer: met2
  • First-pass GRT wire length: 6.492 mm
  • Vias in the first global route: 1308
  • Met1 Usage GRT: 7.899%
  • M2 GR Usage: 9.674%
  • Pin count of the biggest net entering global routing: 16
  • GRT met3 Usage: 0.7058%
  • Total Routing Usage GR: 5.958%
  • GRT Residual Overflow: 0
  • Antenna violations before repair: 0

STA
  • Setup TNS: 0 ns
  • Post-layout min period: about 2.7 ns
  • Slew headroom: between 60% and 70%
  • Setup Viol. Count Final: 0
  • Setup ws final: 0.1773 ns
  • Final hold vios: 0
  • Worst-Margin Slew: 0.5207 ns
  • Final Skew: 0.004574 ns
  • Final Max Slew Viols: 0
  • Unrepaired setup endpoints after global routing: no
  • F_max: 367.3 MHz
  • Post-layout period usage: 93.89%

Clock tree
  • # Post-CTS Setup Buffers: 0
  • H-tree levels: 1
  • Cts hold-fix bufs: 0
  • Clock Latency Late Sink: 0.22 ns
  • Clock-pin slew on the worst setup and hold paths: 0.04 ns
  • Clock Tree Root: clkbuf_8
  • Clock sinks: 6
  • CTS tree: built
  • Clock Path Buffers: 2
  • TritonCTS buffer count: 3

Yosys
  • # Cells Yosys: 160
  • Top logic family: AND-OR/OR-AND gates
  • Syn_area_per_cell: 6.905 µm²
  • Compound-Gate Fraction of Synth Area: 37.37%
  • Cell Area, Synth: 0.001105 mm²
  • Adder share: 6.795%
  • Multiplexer share: 0.9060%
  • Cells after synthesis: between 150 and 200
  • Post-synth area from yosys stat: ~0.0011 mm²
  • Cell variety after synth: 48
  • Post-synth regs: 6
  • Number of enable flip-flop cells: 0
  • Simple share: between 20 and 30%
  • FFs w/ async S/R, synth: 100.0%
  • Yosys warnings: 1
  • Main flop type: dfrtp_1
  • Synth Seq Share: 13.59%
  • XOR-XNOR Cells, Area Fraction: 0%

Setup path
  • CP delay by family, top: flip-flops
  • WP data arrival: 2.14 ns
  • Largest stage delay on the critical path: around 0.66 ns
  • CP max-delay cell: dfrtp_1
  • Crit. End Element: primary output
  • Crit-path cells: clkinv_4 > or3_1 > a21o_1 > o21ai_0 > clkdlybuf4s50_1
  • Crit path launch type: flop
  • CP bufs+invs: 2
  • CP Max Fanout: 15
  • Kind of critical path: flop to primary output
  • Crit path DRT: 2.32 ns

Floorplan
  • Die area: 0.01254 mm²
  • Die Wd: about 110 µm
  • Io pins: 24
  • CORE AREA: just over 0.008 mm²
  • Init Core Util: 13.45%
  • # rows: 33
  • Die H: roughly 110 µm

Cells and area
  • Area Growth Syn to Fin: 34.65%
  • Post-layout util: 18.11%
  • Most common logic cells in the final layout: clkdlybuf4s50_1 (22), o21ai_0 (17), a21oi_1 (16)
  • Highest-count logic cell in the final layout: clkdlybuf4s50_1
  • Final std cells w/o fill: 285
  • Fraction of layout cells with a size suffix above 1: around 15%

Run
  • Max Cap Violations: 0
  • Tool warnings: 30

Hold path
  • Hold/Removal Path Class: input port to asynchronous set/reset pin
[what timing repair did]
| action | 4_1_cts | 5_1_grt |
|---|---|---|
| setup endpoints to repair | 3 | 4 |
| hold endpoints to repair | 0 | 0 |
| gates resized | 1 | 3 |
[Yosys cell counts (2+ instances only)]
library cell	count	area [µm²]
a21o_1	4	30.03
buf_2	6	30.03
nand2b_1	6	37.54
nor2b_1	4	25.02
or3_1	2	12.51
nor3_1	5	25.02
o31ai_1	2	15.01
nand3_1	4	20.02
nor2_1	10	37.54
dfrtp_1	6	150.1
nor3_2	2	20.02
o22ai_1	5	31.28
o211ai_1	3	22.52
a31oi_1	3	18.77
buf_4	2	15.01
o21a_1	2	15.01
nand4_1	2	12.51
a21oi_1	16	80.08
and2_1	2	12.51
buf_6	3	33.78
clkbuf_1	5	18.77
nand2_1	15	56.30
ha_1	6	75.07
inv_1	5	18.77
o21ai_0	17	85.08
[power by group through the flow]
stage	Combinational, mW	Sequential [mW]	Clock (mW)
after CTS	1.35	0.200	0.129
after global routing	1.54	0.215	0.135
final	1.38	0.202	0.122
[registers in the layout (all words and copies together) (netlist names)]
register  cells
modwait       1
state         5
[metal layers]
metal	share of wire, %	routed length, µm
met2	47	1816
met4	3.6	137
met1	44	1678
met3	5.0	193
met5	0	0
[worst paths after layout]
check	from	endpoint	slack, ns	cells after the start
worst max-delay path	state[2]	dest[1]	0.18	5
worst min-delay path	n_rst	modwait	0.63	1
worst max register to register	state[0]	state[0]	0.51	10
worst min register to register	state[0]	modwait	0.68	3
max in group asynchronous	n_rst	state[4]	2.01	1
min in group clk0	state[0]	modwait	0.68	3
[metrics by stage]
step	hold slack (ns)	cell area (µm²)
finish	0.6347	1488
global route	0.6475	1488
CTS	0.6449	1473
detailed placement	0.6765	1429
global placement	0.6782	1429
floorplan	0.2844	1105
[logic make-up after synthesis]
family	after synthesis
AOI/OAI and AO/OA	65
other	1
buffers and inverters	23
muxes	1
and+or+nand+nor	58
adders and majority gates	6
DFF	6
[final cells by class]
| type | instances | area (µm²) |
|---|---|---|
| fill | 890 | 6729 |
| tap | 105 | 131.4 |
| timing repair buffer | 34 | 310.3 |
| inverter | 6 | 27.53 |
| multi-input combinational | 131 | 827.0 |
| sequential | 6 | 150.1 |
| clock buffer | 3 | 41.29 |
Power is estimated from default activity; no workload was simulated.
