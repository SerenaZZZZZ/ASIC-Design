==> design.v <==
module magnitude(
    input [16:0] in,
    output reg [15:0] out
);
assign out = in[16] ? (~in[15:0]+1'b1) : in[15:0] ;
endmodule
==> run.sh <==
#!/bin/bash
# OpenROAD 26Q1-2900-gdf79404cd8, Yosys 0.63+post, stock flow scripts
make -C /OpenROAD-flow-scripts/flow DESIGN_CONFIG=/design/flow/config.mk WORK_HOME=/design/flow/orfs finish
==> config.mk <==
export PLATFORM = sky130hd
export DESIGN_NAME = magnitude
export DESIGN_NICKNAME = magnitude
export VERILOG_FILES = /design/flow/design.v
export SDC_FILE = /design/flow/constraint.sdc
export NUM_CORES = 4
export LEC_CHECK = 1
export CORE_AREA = 10 10 70 70
export DIE_AREA = 0 0 80 80
==> constraint.sdc <==
current_design magnitude

set clk_period 5.5
set clk_io_pct 0.2

create_clock -name clk0 -period $clk_period

set non_clock_inputs [all_inputs -no_clocks]
set_input_delay [expr $clk_period * $clk_io_pct] -clock clk0 $non_clock_inputs
set_output_delay [expr $clk_period * $clk_io_pct] -clock clk0 [all_outputs]
==> Flow_metrics.wiki <==
== Metrics ==
{| class="wikitable"
! Metric !! Value
|-
| Run status || completed
|-
| Endpoints failing setup || 0
|-
| Hold Crit Endpoint || out[0]
|-
| Leftover overflow at the end of global routing || 0
|-
| Min-Delay Path Depth || 2
|-
| Worst Tran Pin Value || 0.612 ns
|-
| Largest net degree at the start of global routing || 17
|-
| Sequential cell fraction of total power || 0%
|-
| Minimum clock period after layout || roughly 4.6 ns
|-
| Via count of the first global-routing pass || 514
|-
| Power density relative to cell area || between 80 and 90 mW/mm^2
|-
| Area of the mapped netlist || ~330 um^2
|-
| Cell Count, Final, Fillers Out || roughly 120
|-
| Headroom to the max-slew limit || between 50% and 60%
|-
| CP Capture Type || primary output
|-
| Final antenna-violating net count || 0
|-
| Final hold violations || 0
|-
| Growth of design area from synthesis to finish || 113%
|-
| Detailed Route Iter0 Violations || 26
|-
| Crit Path Class || input pin to primary output
|-
| Count of unique library cells instantiated by Yosys || 16
|-
| Internal power summed over all cells || about 0.04 mW
|-
| Instance count after placement with tap cells included || ~120
|-
| Max frequency || 218 MHz
|-
| Number of antenna violations at the first check in global routing || 0
|-
| Unrepaired setup endpoints after global routing || no
|-
| Worst hold path startpoint || in[0]
|-
| Chip area estimate from yosys synthesis || roughly 330 um^2
|-
| Area used by sequential logic in the layout || 0 um^2
|-
| Post-Synthesis Cells || roughly 47
|-
| Post-detail-place hpwl || about 1300 um
|-
| Sequential area share after synthesis || 0%
|-
| Fraction of final layout cells with drive strength greater than 1 || 5.13%
|-
| Horizontal die dimension || around 80 um
|-
| Total of max-cap violations || 0
|-
| Number of pins with negative max-slew slack in the final report || 0
|-
| Avg Cell Area, Syn || 7.08 um^2
|-
| Final GP Congestion || approximately 0.8
|-
| Maximum VDD drop || 0.0222 mV
|-
| Post-synthesis cell count from yosys || around 47
|-
| Drt wl/cell || 11.7 um
|-
| Startpoint type of the worst setup path || input pin
|-
| CTS resizes || 0
|-
| Share of the clock period used by the worst path after layout || 83.3%
|-
| Required time worst endpoint || 4.40 ns
|-
| Summed negative setup slack over all endpoints || 0 ns
|-
| Antenna diodes || 0
|-
| Std-Cell Core Area || between 0.003 and 0.004 mm^2
|-
| Peak fanout along the critical path || 5
|-
| Die Span Y || about 80 um
|-
| Share of the core filled by cells before placement || under 10%
|-
| Top-level port count || 33
|-
| Chip area || around 0.0064 mm^2
|-
| Type of the tightest min-delay check || input pin to primary output
|-
| Portion of total power attributed to the clock network || 0%
|-
| Count of yosys warnings during synthesis || 1
|-
| Clock buffer count || 0
|-
| Total vias in the final route || 435
|-
| Total iterations of the first detailed-routing run || 4
|-
| Setup repair bufs after CTS || 0
|-
| Tally of buffers added on design ports || 33
|-
| GRT Resource Usage Total || under 10%
|-
| Setup WS pre-CTS || about 0.90 ns
|-
| Number of warnings in the stage logs || 32
|-
| Critical path data arrival time || roughly 3.5 ns
|-
| Sum of routed wire length over all layers || between 1000 and 1500 um
|-
| Fraction of power spent switching nets || a little under a third
|-
| Number of buffers inserted for hold repair after clock tree synthesis || 0
|-
| Wire length of the first global-routing pass || ~2400 um
|-
| Total DRC errors in the routed layout || 0
|-
| FFs & Latches || 0
|-
| Vias per cell || 3.51
|-
| P_leak || roughly 0.24 nW
|-
| Part of the power in combinational logic || 100.0%
|-
| Worst setup margin || a little over 0.9 ns
|-
| Switching power || approximately 0.018 mW
|-
| Row count || 21
|}
==> cells in the mapped netlist <==
library cell / count / share of area, %
xor2_1: 5 / 13
o41ai_2: 1 / 4.9
o41ai_1: 1 / 2.6
inv_1: 3 / 3.4
o31ai_1: 5 / 11
ha_1: 1 / 3.8
or4_1: 3 / 6.8
clkbuf_1: 1 / 1.1
nand2_1: 8 / 9.0
o31a_2: 1 / 3.0
or2_2: 1 / 1.9
o21ai_0: 4 / 6.0
or3_1: 2 / 3.8
buf_4: 1 / 2.3
or3_4: 1 / 3.4
xnor2_1: 9 / 24
==> final cells by class <==
cell class	instances	area (um^2)
well taps	46	57.6
repair buffers	33	330
multi-input cells	42	310
fillers	398	2710
inverters	3	11.3
==> placed cells by master (no fill, tap or decap) <==
cell type / count
or3_4: 1
o21ai_0: 4
o31ai_1: 5
o31a_2: 1
inv_1: 3
nand2_1: 8
o41ai_2: 1
or2_2: 1
o41ai_1: 1
clkdlybuf4s50_1: 33
xor2_1: 5
ha_1: 1
or4_1: 3
or3_1: 2
xnor2_1: 9
==> power groups by stage <==
stage / combinational [mW] / sequential (mW) / clock, mW
after global routing: 0.0651 / 0 / 0
after CTS: 0.0594 / 0 / 0
final: 0.0577 / 0 / 0
==> metal layers <==
metal	vias up	GRT usage (%)	part of all wire, %
li1	233	-	-
met1	185	5.21	40
met2	17	7.87	46
met3	0	2.39	14
met4	0	0	0
met5	-	0	0
==> worst max-delay path, cell delays in order <==
cell and delay [ns]:
clkdlybuf4s50_1 0.45, or4_1 0.55, or3_4 0.42, o41ai_2 0.33, xnor2_1 0.16, clkdlybuf4s50_1 0.48
==> worst max-delay path by stage <==
stage,slack [ns],end,startpoint,cells past startpoint
4_1_cts,0.90,out[15],in[4],6
5_1_grt,0.69,out[8],in[2],6
6_report,0.92,out[15],in[4],6
==> logic make-up (layout without fill, tap and decap cells) <==
logic type      Yosys count  after routing  share of synthesized area (%)
fa+ha+maj                 1              1                           3.76
buf+inv                   5             36                           6.77
simple gates             15             15                           24.8
xor+xnor                 14             14                           36.8
compound gates           12             12                           27.8
==> stage by stage <==
step	cell area [um^2]	util, %	hold slack (ns)	power [mW]
after floorplan	333	-	2.23	0.0153
after global placement	709	20.8	3.06	0.0589
after detailed placement	709	20.8	3.05	0.0588
after CTS	709	20.8	3.06	0.0594
after global routing	709	20.8	3.09	0.0651
final	709	20.8	3.05	0.0577
Power is estimated from default activity; no workload was simulated.
